## flow/design.v

```verilog
module IC_fifo_sync #(parameter DW=16, DEPTH=8) (
    input   wire                            i_RST_n,
    input   wire                            i_CLK,
    input   wire                            i_WEN,  
    input   wire signed [DW-1:0]            i_DI,   
    input   wire                            i_REN,  
    output  reg signed  [DW-1:0]            o_DO,   
    output  reg         [$clog2(DEPTH):0]   o_CNTR  
);
parameter   AW = $clog2(DEPTH);
reg         [AW-1:0]    wa;
reg         [AW-1:0]    ra;
reg signed  [DW-1:0]    dpram[DEPTH];
always_ff @(posedge i_CLK) begin
    if(i_WEN) dpram[wa] <= i_DI;
    if(i_REN) o_DO <= dpram[ra];
end
always_ff @(posedge i_CLK or negedge i_RST_n) begin
    if(!i_RST_n) wa <= 'd0;
    else begin
        if(i_WEN) wa <= wa + 'd1;
    end
end
always_ff @(posedge i_CLK or negedge i_RST_n) begin
    if(!i_RST_n) ra <= 'd0;
    else begin
        if(i_REN) ra <= ra + 'd1;
    end
end
always_ff @(posedge i_CLK or negedge i_RST_n) begin
    if(!i_RST_n) o_CNTR <= 'd0;
    else begin
        case({i_WEN,i_REN})
        2'b00: o_CNTR <= o_CNTR;
        2'b01: o_CNTR <= o_CNTR - 'd1;
        2'b10: o_CNTR <= o_CNTR + 'd1;
        2'b11: o_CNTR <= o_CNTR;
        endcase
    end
end
endmodule
```

## flow/config.mk

```make
export PLATFORM = sky130hd
export DESIGN_NAME = IC_fifo_sync
export DESIGN_NICKNAME = IC_fifo_sync
export VERILOG_FILES = /design/flow/design.v
export SDC_FILE = /design/flow/constraint.sdc
export NUM_CORES = 4
export LEC_CHECK = 1
export CORE_UTILIZATION = 30
export SYNTH_HDL_FRONTEND = slang
```

## flow/run.sh

```bash
#!/bin/bash
# OpenROAD 26Q1-2900-gdf79404cd8, Yosys 0.63+post, stock flow scripts
make -C /OpenROAD-flow-scripts/flow DESIGN_CONFIG=/design/flow/config.mk WORK_HOME=/design/flow/orfs finish
```

## flow/constraint.sdc

```tcl
current_design IC_fifo_sync

set clk_period 5.5
set clk_io_pct 0.2

create_clock -name clk0 -period $clk_period [get_ports {i_CLK}]

set non_clock_inputs [all_inputs -no_clocks]
set_input_delay [expr $clk_period * $clk_io_pct] -clock clk0 $non_clock_inputs
set_output_delay [expr $clk_period * $clk_io_pct] -clock clk0 [all_outputs]
```

==> impl_metrics.json <==
{
  "arrival_ps": 3430,
  "synth_warnings": 0,
  "dp.final_hpwl_mm": 5.79,
  "grt_pass1_vias": 2897,
  "syn_area_sq_mm": 0.00598,
  "layout_top_cells": "144 x edfxtp_1, 39 x clkdlybuf4s50_1, 25 x mux4_1",
  "drt_first_pass_iters": 3,
  "drt_iter0_drc": 106,
  "peakVddDrop_mv": 0.205,
  "hp-start": "o_CNTR[2]",
  "r2r_start": "ra[0]",
  "r2r_setup_slack_ps": 3050,
  "post_cts_resized": 0,
  "cts_buffers": 17,
  "finClkSkew_ps": 9.11,
  "enable_flop_cells": 144,
  "drt-vias-per-instance": 4.47,
  "gp_congestion": 0.750,
  "yosys_register_bits": 154,
  "path_clk_slew_ps": 50,
  "cp_max_fo": 20,
  "outcome": "finished clean",
  "worstHoldPathType": "reg2reg",
  "wl_mm": 10.4,
  "openroad.warnings": 25,
  "track_usage_pct": 11.4,
  "fmax_mhz": 318,
  "path_class": "in2reg",
  "period_minus_slack_ps": 3150,
  "cap_violations": 0,
  "cts_tree": "built",
  "avgSynthCellArea_sq_um": 23.0,
  "clk_path_buf_depth": 2,
  "die_h_um": 143,
  "tightest_slew_ps": 766,
  "hold_depth": 2,
  "num_rows": 51,
  "area_growth_pct": 22.0,
  "clockRootBuffer": "clkbuf_16",
  "grt_pass1_wl_mm": 15.8,
  "lay_top_count": "edfxtp_1",
  "layout-drive-gt1-share_pct": 20.8,
  "fin_setup_tns_ps": 0,
  "critPathLaunchType": "input port",
  "ant_nets": 0,
  "cts_sinks": 154,
  "whs_ps": 534,
  "port_buffers": 39,
  "die_x_um": 143,
  "slew_viol_final": 0,
  "finalSetupViolations": 0,
  "seq_area_frac_synth_pct": 76.5,
  "die_area_sq_mm": 0.0205,
  "drc": 0,
  "wire_per_inst_um": 17.5,
  "syn_inst": 260,
  "vias": 2662,
  "reg2regPathDepth": 3,
  "flop_cell": "edfxtp_1",
  "power.density_mw_per_mm2": 504,
  "coreArea_sq_mm": 0.0195,
  "end_kind": "flip-flop",
  "ioPinCount": 40,
  "leakage_nw": 2.43,
  "hold_viol": 0,
  "grt_start_max_net_pins": 23,
  "diodes": 0,
  "antenna_found_initial": 0,
  "required_ps": 5790,
  "fp_util_pct": 30.6,
  "htree_levels": 4,
  "r2r_end": "o_DO[13]",
  "ys_types": 27,
  "hold-path-endpoint": "o_CNTR[2]",
  "synthArstFlopShare_pct": 6.49,
  "post_cts_buffers": 0,
  "rsz0062_at_grt": "no",
  "ys_cells": 260,
  "finalPower_mw": 3.68,
  "max_slew_margin_pct": 48.9,
  "grt.overflow.total": 0,
  "finalClockPeriodUsage_pct": 57.2,
  "yosysChipArea_sq_mm": 0.00598,
  "clk_latency_ps": 410,
  "cts_hold_buf": 0
}
[worst max path at each step]
stage,end,slack [ps],from
CTS,o_CNTR[3],2360,i_REN
global route,o_CNTR[3],2180,i_REN
finish,o_CNTR[3],2350,i_REN
[synth_stat cells, drive strengths merged (3+ instances only)]
cell type | count | area, sq um
nor2 | 6 | 22.5
buf | 8 | 63.8
nand2b | 3 | 18.8
mux2 | 19 | 214
dfrtp | 10 | 250
ha | 5 | 62.6
nor3 | 3 | 15.0
clkbuf | 3 | 11.3
mux4 | 32 | 815
nand2 | 6 | 22.5
xnor2 | 4 | 35.0
edfxtp | 144 | 4320
[cell type report]
class / instances / area, sq um
repair buffers: 51 / 480
multi-input cells: 93 / 1340
clock buffers: 18 / 429
inverters: 2 / 7.51
well taps: 265 / 332
clock inverters: 13 / 141
fillers: 1770 / 12200
flip-flops and latches: 154 / 4570
[per-layer routing]
metal | vias to the layer above | global-route usage (%) | share of wire [%]
met5 | - | 1.25 | 0
met4 | 0 | 1.46 | 1.2
met3 | 8 | 6.66 | 11
met2 | 116 | 18.6 | 50
met1 | 1319 | 13.7 | 37
li1 | 1219 | - | -
[critical path, stage by stage]
cell and delay [ps]:
clkdlybuf4s50_1 460, buf_4 320, inv_1 80, ha_1 250
inv_1 150, ha_1 310, or4_1 540, o211ai_1 100
o211ai_1 100
[kinds of logic after synthesis]
family                   share of synthesized area, %
multiplexers                                     17.4
buffers and inverters                            1.38
flip-flops                                       76.5
adder cells (fa/ha/maj)                          1.38
XOR/XNOR                                        0.878
AND/OR/NAND/NOR                                  1.84
AND-OR/OR-AND                                   0.690
[per-stage QoR]
stage               cells  instance area (sq um)  setup slack (ps)  util, %
global route          596                   7300              2180     37.4
finish                596                   7300              2350     37.4
floorplan             260                   5980              2760        -
detailed placement    565                   6730              1920     34.5
CTS                   596                   7300              2360     37.4
global placement      565                   6730              2010     34.5
[sequential cells by signal (all words and copies together), names as in the netlist]
| signal | count |
|---|---|
| dpram | 128 |
| o_CNTR | 4 |
| wa | 3 |
| ra | 3 |
| o_DO | 16 |
[where the power goes]
group / leakage, nW / internal [mW] / switching (mW)
clock network: 0.275 / 0.668 / 0.448
registers: 1.44 / 1.55 / 0.141
logic: 0.717 / 0.520 / 0.347
total: 2.43 / 2.74 / 0.936
Power and IR drop assume default switching activity.
