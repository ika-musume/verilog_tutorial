==> design.v <==
module IC_bmul_rd4 #(parameter DWX = 8, parameter DWY = 8, parameter PIPE = 0) (
    input   wire                        i_CLK,
    input   wire signed [DWX-1:0]       i_X,
    input   wire signed [DWY-1:0]       i_Y,
    output  wire signed [DWX+DWY-1:0]   o_Z
);
localparam PP_NUM = (DWX/2) + (DWX%2);  
localparam FA_DW  = DWY+4;  
function automatic signed [DWY:0] r4dec (input [DWY-1:0] val, input [2:0] ctrl); begin
case(ctrl)
    3'd0 : r4dec = 'd0;
    3'd1 : r4dec = {val[DWY-1], val};
    3'd2 : r4dec = {val[DWY-1], val};
    3'd3 : r4dec = {val, 1'b0};
    3'd4 : r4dec = {~val, 1'b1};
    3'd5 : r4dec = {~val[DWY-1], ~val};
    3'd6 : r4dec = {~val[DWY-1], ~val};
    3'd7 : r4dec = 'd0;
endcase
end endfunction
reg         [DWX+1:0]       x_ex_sr[PP_NUM-2:-1];
reg signed  [DWY-1:0]       y_sr[PP_NUM-2:-1];
always_comb begin
    x_ex_sr[-1] = (DWX%2) ? {i_X, 2'b00} : {1'b0, i_X, 1'b0};  
    y_sr[-1] = i_Y;
end
genvar sr_iter;
generate
for(sr_iter=0; sr_iter<PP_NUM-1; sr_iter=sr_iter+1) begin
    if(PIPE[sr_iter] == 1'b0) begin  
        always_comb x_ex_sr[sr_iter] = x_ex_sr[sr_iter-1];
        always_comb y_sr[sr_iter] = y_sr[sr_iter-1];
    end
    else begin  
        always_ff @(posedge i_CLK) x_ex_sr[sr_iter] <= x_ex_sr[sr_iter-1];
        always_ff @(posedge i_CLK) y_sr[sr_iter] <= y_sr[sr_iter-1];
    end
end
endgenerate
reg signed  [DWX+DWY:0]     pp_sr[PP_NUM];
genvar pp_iter;
generate for(pp_iter=0; pp_iter<PP_NUM; pp_iter=pp_iter+1) begin
parameter   fa_s_bot = pp_iter*2;  
parameter   fa_s_top = (fa_s_bot-1+FA_DW) > DWX+DWY ? DWX+DWY : fa_s_bot-1+FA_DW;  
parameter   fa_s_dw  = fa_s_top-fa_s_bot+1;  
parameter   fa_a_bot = pp_iter*2;  
parameter   fa_a_top = fa_s_top-3;  
parameter   fa_a_sx  = 3;  
parameter   fa_a_dw  = fa_a_top-fa_a_bot+1+fa_a_sx;  
parameter   fa_b_sx  = fa_a_dw - DWY;  
parameter   fa_b_dw  = DWY+1+fa_b_sx;  
wire        [2:0]                   r4d_ctrl = x_ex_sr[pp_iter-1][pp_iter*2+:3];
wire signed [DWY:0]                 r4d_val  = r4dec(y_sr[pp_iter-1], r4d_ctrl);
wire                                fa_ci = x_ex_sr[pp_iter-1][2+(pp_iter*2)] == 1'b1 && x_ex_sr[pp_iter-1][2+(pp_iter*2)-:3] != 3'b111;
wire signed [fa_a_dw-1:0]           fa_a  = {{fa_a_sx{pp_sr[pp_iter-1][fa_a_top]}}, pp_sr[pp_iter-1][fa_a_top:fa_a_bot]};
wire signed [fa_b_dw-1:0]           fa_b  = {{fa_b_sx{r4d_val[DWY]}}, r4d_val};
wire signed [fa_s_dw-1:0]           fa_s  = pp_iter == 0 ? fa_b + fa_ci : fa_a + fa_b + fa_ci;  
if(pp_iter == 0) begin
    if(PIPE[pp_iter] == 0) always_comb
        pp_sr[pp_iter][fa_s_top:fa_s_bot] = fa_s;
    else always_ff @(posedge i_CLK)
        pp_sr[pp_iter][fa_s_top:fa_s_bot] <= fa_s;
end
else begin
    if(PIPE[pp_iter] == 0) always_comb begin
        pp_sr[pp_iter][0+:pp_iter*2] = pp_sr[pp_iter-1][0+:pp_iter*2];  
        pp_sr[pp_iter][fa_s_top:fa_s_bot] = fa_s;
    end
    else always_ff @(posedge i_CLK) begin
        pp_sr[pp_iter][0+:pp_iter*2] <= pp_sr[pp_iter-1][0+:pp_iter*2];  
        pp_sr[pp_iter][fa_s_top:fa_s_bot] <= fa_s;
    end
end
end endgenerate
assign  o_Z = (DWX%2) ? pp_sr[PP_NUM-1][DWX+DWY:1] : pp_sr[PP_NUM-1][DWX+DWY-1:0];
endmodule
==> run.sh <==
#!/bin/bash
# OpenROAD 26Q1-2900-gdf79404cd8, Yosys 0.63+post, stock flow scripts
make -C /OpenROAD-flow-scripts/flow DESIGN_CONFIG=/design/flow/config.mk WORK_HOME=/design/flow/orfs finish
==> config.mk <==
export PLATFORM = sky130hd
export DESIGN_NAME = IC_bmul_rd4
export DESIGN_NICKNAME = IC_bmul_rd4
export VERILOG_FILES = /design/flow/design.v
export SDC_FILE = /design/flow/constraint.sdc
export NUM_CORES = 4
export LEC_CHECK = 1
export CORE_UTILIZATION = 50
export SYNTH_HDL_FRONTEND = slang
==> constraint.sdc <==
current_design IC_bmul_rd4

set clk_period 20.7
set clk_io_pct 0.2

create_clock -name clk0 -period $clk_period

set non_clock_inputs [all_inputs -no_clocks]
set_input_delay [expr $clk_period * $clk_io_pct] -clock clk0 $non_clock_inputs
set_output_delay [expr $clk_period * $clk_io_pct] -clock clk0 [all_outputs]
==> notes.md <==
Implementation status.

- The run finished with clean final reports.
- The number of sequential cells reported for the layout is 0.
- Ranked by total cell area, the synthesized netlist is headed by sky130_fd_sc_hd__xor2_1, sky130_fd_sc_hd__ha_1, sky130_fd_sc_hd__xnor2_1.
- The chip area line in the Yosys stat output reads 2350 um2.
- The met2 layer usage reported by global route is 35.8%.
- Sequential cells account for 0% of the total power.
- The leakage power summed over all cells is 1.19 nW.
- The slew of the pin with the lowest slew margin is 844 ps.
- The layer with the highest usage after global routing is met1.
- The post-route setup TNS is 0 ps.
- The total routing usage reported by global routing is 23.1%.
- The peak fanout along the critical path is 27.
- Dividing total power by cell area gives a power density of 88.4 nW/um2.
- The share of the core area taken by cells at floorplan is 53.0%.
- The routed design has 5370 um of wire.
- The placement report lists the number of port buffers as 32.
- The first global-routing pass estimated 9400 um of wire.
- The detailed-router iteration count before antenna repair is 21.
- The number of antenna violations at the first check in global routing is 0.
- The layout overhead on the synthesized area is 13.7%.
- The residual DRC count is 0.
- Counting pins that exceed their max-slew limit in the final report gives 0.
- In this design, the largest share of critical-path delay is due to adder cells.
- The storage element area is 0 um2.
- OpenROAD reports that the post-layout worst path occupies 70.5% of the period.
- Setup violations remaining at the end of the flow were counted as 0.
- The post-CTS setup repair buffer count is 0.
- The startpoint-to-endpoint class of the critical path is primary input to primary output.
- The minimum period implied by the final worst setup slack is 14600 ps.
- The post-synth design cell area is 2350 um2.
- The proportion of power drawn by the clock network is 0%.
- The report lists the number of cells resized after CTS as 0.
- The congestion estimate from routability-driven global placement came to 0.809.
- The final timing report lists a hold violation count of 0.
- For this design, the CTS-stage hold fixing added 0 buffers.
- The cell seen most often among critical-path stages is sky130_fd_sc_hd__fa_1.
- Setup repair after global routing left no endpoint under its margin.
- The post-synthesis cell count is 335.
- Fill cells in the final layout number 444.
- Clock buffers in the final layout number 0.
- In this run the remaining antenna-violating nets after routing total 0.
- The global-route track usage on met1 is 38.2%.
- Per the GRT congestion report, total overflow comes to 0.
- 33 I/O pins were placed.
- The timing report shows that the slowest cell on the worst path is sky130_fd_sc_hd__clkdlybuf4s50_1.
- The core region is 4440 um2.
- Leaving out buffers and inverters, the combinational logic in the layout accounts for 2190 um2.
- The number of violations of the max-capacitance limit is 0.
- In this run the vertical extent of the chip is 70.6 um.
- The net switching power in the latest report is 100 uW.
- The area fraction of the largest cell type after synthesis is 16.4%.
- The detailed-route vias per instance is 5.70.
- The peak ir drop on the vdd network is 0.111 mV.
- STA classifies the critical path endpoint as a primary output.
- The part of the total power dissipated in combinational logic is 100.0%.
- The via total after detailed routing is 2278.
- Data on the critical path is required at its endpoint by 16560 ps.
- The synthesized design spends more area on one cell type than any other, namely sky130_fd_sc_hd__xor2_1.
- The biggest cell delay along the critical path is 1020 ps.
- Entering global routing, the biggest net connects 28 pins.
- The half-perimeter wire length after detailed placement is 4160 um.
- The type of the most critical hold path is primary input to primary output.
- The floorplan step defined a die boundary enclosing 4990 um2.
- The power after layout is 237 uW.
- Timing would allow up to 0.0685 GHz.
- The gate-level netlist out of Yosys references 48 unique cell types.
- The internal power component is 137 uW.
- Global routing consumed, on the met3 layer, 0.578% of the routing resources.
- The normalized max-slew margin is 43.6%.
- The average footprint of a synthesized cell is 7.03 um2.
- From left edge to right edge, the die measures 70.6 um.
- The via count of the first global-routing pass is 2009.
- At the worst endpoint, the arrival time is 10460 ps.
- The detail-routed net length per standard cell is 13.4 um.
- The number of buffers and inverters on the critical path is 6.
- The warning count from the yosys run is 0.
- The register area share after synthesis is 0%.
- The diode insertion count for antenna repair is 0.
- The critical path launch point type is a primary input.
- The floorplan has 24 rows.
- The number of standard cells reported by yosys is 335.
- The number of DRC markers after the initial detailed-route iteration is 97.
- Summing over the stages, the warning tally comes to 34.
- The fraction of final layout cells with drive strength greater than 1 is 2.87%.
- The switching fraction of total power is 42.3%.
[worst min-delay path, stage by stage]
cell and delay, ps:
sky130_fd_sc_hd__clkdlybuf4s50_1 390, sky130_fd_sc_hd__buf_4 220, sky130_fd_sc_hd__ha_1 310, sky130_fd_sc_hd__clkdlybuf4s50_1 390
[cell families (layout without fill, tap and decap cells)]
logic type / count (synthesis) / count (layout) / share of synthesized area (%)
buf+inv: 42 / 55 / 6.80
xor+xnor: 66 / 66 / 24.5
simple gates: 77 / 77 / 17.7
compound gates: 115 / 115 / 30.9
mux: 1 / 1 / 0.425
fa+ha+maj: 34 / 34 / 19.7
[cells in the final DEF, fill, tap and decap left out, types with 2 or more instances in the layout]
cell type	count
sky130_fd_sc_hd__xor2_1	44
sky130_fd_sc_hd__a31oi_1	5
sky130_fd_sc_hd__nand2b_1	4
sky130_fd_sc_hd__or3_1	3
sky130_fd_sc_hd__and3_1	3
sky130_fd_sc_hd__o31ai_1	3
sky130_fd_sc_hd__nand3b_1	3
sky130_fd_sc_hd__fa_1	5
sky130_fd_sc_hd__ha_1	29
sky130_fd_sc_hd__nor2b_1	3
sky130_fd_sc_hd__a22oi_1	18
sky130_fd_sc_hd__clkdlybuf4s50_1	32
sky130_fd_sc_hd__nor3_1	6
sky130_fd_sc_hd__o21ai_0	29
sky130_fd_sc_hd__nor2_1	12
sky130_fd_sc_hd__and3b_1	4
sky130_fd_sc_hd__xnor2_1	22
sky130_fd_sc_hd__a21oi_1	25
sky130_fd_sc_hd__o22ai_1	4
sky130_fd_sc_hd__nor3b_1	3
sky130_fd_sc_hd__buf_4	3
sky130_fd_sc_hd__a221o_1	3
sky130_fd_sc_hd__o21bai_1	2
sky130_fd_sc_hd__o21ai_1	10
sky130_fd_sc_hd__inv_1	19
sky130_fd_sc_hd__or3b_1	3
sky130_fd_sc_hd__nand2_1	24
sky130_fd_sc_hd__a21o_1	6
sky130_fd_sc_hd__nand3_1	3
[per-layer routing]
metal / vias to the layer above / share of wire, %
li1: 1229 / -
met4: 0 / 0
met1: 1010 / 54
met2: 39 / 42
met3: 0 / 4.5
met5: - / 0
[synthesized netlist by cell type, types with 4 or more instances]
master and number:
sky130_fd_sc_hd__nor2_1 12, sky130_fd_sc_hd__o22ai_1 4, sky130_fd_sc_hd__and3b_1 4, sky130_fd_sc_hd__xor2_1 44, sky130_fd_sc_hd__a31oi_1 5, sky130_fd_sc_hd__a21o_1 6, sky130_fd_sc_hd__o21ai_1 10, sky130_fd_sc_hd__o21ai_0 29
sky130_fd_sc_hd__a21oi_1 25, sky130_fd_sc_hd__fa_1 5, sky130_fd_sc_hd__nor3_1 6, sky130_fd_sc_hd__ha_1 29, sky130_fd_sc_hd__nand2b_1 4, sky130_fd_sc_hd__xnor2_1 22, sky130_fd_sc_hd__inv_1 19, sky130_fd_sc_hd__nand2_1 24
sky130_fd_sc_hd__a22oi_1 18, sky130_fd_sc_hd__clkbuf_1 18
[layout make-up]
type / instances / share of cell area [%]
tap: 52 / 2.43
multi-input combinational: 293 / 82.0
timing repair buffer: 35 / 12.8
inverter: 20 / 2.80
[path summary, 6_finish.rpt]
| kind | startpoint | slack (ps) | to | depth (start not counted) |
|---|---|---|---|---|
| max | i_X[0] | 6100 | o_Z[14] | 26 |
| min | i_X[1] | 9600 | o_Z[0] | 4 |
[power by group through the flow]
stage / Sequential, mW / Combinational (mW) / Clock (mW)
4_1_cts: 0 / 0.240 / 0
6_report: 0 / 0.237 / 0
5_1_grt: 0 / 0.270 / 0
[per-stage QoR]
step	area (um2)	setup WS, ps	instances	utilization (%)	hold slack, ps
4_1_cts	2680	6040	400	60.2	9610
2_1_floorplan	2350	7400	335	-	8360
5_1_grt	2680	5580	400	60.2	9660
6_report	2680	6100	400	60.2	9600
3_3_place_gp	2680	6100	400	60.2	9600
3_5_place_dp	2680	6080	400	60.2	9610
Power figures rest on the tool's default switching activity, not on a simulated workload.
