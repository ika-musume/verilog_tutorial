--- flow/config.mk ---
export PLATFORM = sky130hd
export DESIGN_NAME = IC_fifo_async
export DESIGN_NICKNAME = IC_fifo_async
export VERILOG_FILES = /design/flow/design.v
export SDC_FILE = /design/flow/constraint.sdc
export NUM_CORES = 4
export LEC_CHECK = 1
export CORE_UTILIZATION = 50
export SYNTH_HDL_FRONTEND = slang
--- flow/constraint.sdc ---
current_design IC_fifo_async

set clk_period 3.5
set clk_io_pct 0.2

create_clock -name clk0 -period $clk_period [get_ports {i_RCLK}]
create_clock -name clk1 -period $clk_period [get_ports {i_WCLK}]

set non_clock_inputs [all_inputs -no_clocks]
set_input_delay [expr $clk_period * $clk_io_pct] -clock clk0 $non_clock_inputs
set_output_delay [expr $clk_period * $clk_io_pct] -clock clk0 [all_outputs]
--- flow/run.sh ---
#!/bin/bash
# OpenROAD 26Q1-2900-gdf79404cd8, Yosys 0.63+post, stock flow scripts
make -C /OpenROAD-flow-scripts/flow DESIGN_CONFIG=/design/flow/config.mk WORK_HOME=/design/flow/orfs finish
--- flow/design.v ---
module IC_fifo_async #(parameter DW=16, DEPTH=8) (
    input   wire                    i_RST_n,  
    input   wire                    i_WCLK,  
    input   wire                    i_WEN,  
    input   wire signed [DW-1:0]    i_DI,  
    output  reg                     o_WFULL,  
    input   wire                    i_RCLK,  
    input   wire                    i_REN,  
    output  reg signed  [DW-1:0]    o_DO,  
    output  reg                     o_REMPTY
);
parameter   AW = $clog2(DEPTH);
reg         [AW:0]      wa;
reg         [AW:0]      ra;
reg         [AW:0]      wptr, wptr_z, wptr_zz;
reg         [AW:0]      rptr, rptr_z, rptr_zz;
wire        [AW:0]      next_wa, next_wptr;
wire        [AW:0]      next_ra, next_rptr;
reg signed  [DW-1:0]    dpram[AW];
always_ff @(posedge i_WCLK) if(i_WEN) dpram[wa[AW-1:0]] <= i_DI;
always_ff @(posedge i_RCLK) if(i_REN) o_DO <= dpram[ra[AW-1:0]];
always_ff @(posedge i_WCLK or negedge i_RST_n) begin
    if(!i_RST_n) begin
        wa <= 'd0;
        wptr <= 'd0;
    end
    else begin
        if(i_WEN) wa <= next_wa;
        if(i_WEN) wptr <= next_wptr;
    end
end
assign next_wa = (wa[AW-1:0] == DEPTH-1) ? {~wa[AW], {AW-1{1'b0}}} :  
                                           wa + (i_WEN & ~o_WFULL);  
assign next_wptr = next_wa ^ (next_wa >> 1);  
always_ff @(posedge i_WCLK or negedge i_RST_n) begin
    if(!i_RST_n) begin
        rptr_z <= 'd0;
        rptr_zz <= 'd0;
    end
    else begin
        rptr_z <= rptr;
        rptr_zz <= rptr_z;
    end
end
always_ff @(posedge i_WCLK or negedge i_RST_n) begin
    if(!i_RST_n) o_WFULL <= 1'b0;
    else begin
        if(next_wptr == {~rptr_zz[AW:AW-1], rptr_zz[AW-2:0]}) o_WFULL <= 1'b1;
        else o_WFULL <= 1'b0;
    end
end
always_ff @(posedge i_WCLK or negedge i_RST_n) begin
    if(!i_RST_n) begin
        ra <= 'd0;
        rptr <= 'd0;
    end
    else begin
        if(i_WEN) ra <= next_ra;
        if(i_WEN) rptr <= next_rptr;
    end
end
assign next_ra = (ra[AW-1:0] == DEPTH-1) ? {~ra[AW], {AW-1{1'b0}}} :  
                                           ra + (i_REN & ~o_REMPTY);  
assign next_rptr = next_ra ^ (next_ra >> 1);  
always_ff @(posedge i_WCLK or negedge i_RST_n) begin
    if(!i_RST_n) begin
        wptr_z <= 'd0;
        wptr_zz <= 'd0;
    end
    else begin
        wptr_z <= rptr;
        wptr_zz <= rptr_z;
    end
end
always_ff @(posedge i_RCLK or negedge i_RST_n) begin
    if(!i_RST_n) o_REMPTY <= 1'b1;
    else begin
        if(next_rptr == wptr_zz) o_REMPTY <= 1'b1;
        else o_REMPTY <= 1'b0;
    end
end
endmodule
==> results.py <==
# Generated from Yosys and OpenROAD reports
metrics = {
    "status": {
        "status": "finished with violations",
        "failed_checks": "design-rule violations",
    },
    "placed_design": {
        "hpwl_mm": 3.38,
        "gp_congestion": 0.814,
        "place.port_buffers": 37,
        "dp.cells": 335,
        "dp_slack_ns": 0.424,
    },
    "sta": {
        "finalHoldViolations": 0,
        "worst_slack_ns": 0.763,
        "finClkSkew_ns": 0.00670,
        "setup_violations": 0,
        "tns_ns": 0,
        "rsz0062_at_grt": "no",
        "slew_headroom_pct": 73.2,
        "max_slew.worst_pin.slew_ns": 0.402,
        "slew_viol_final": 0,
    },
    "global_routing": {
        "antenna_found_initial": 0,
        "grt_start_max_net_pins": 44,
        "grt_pass1_vias": 1885,
        "grt_pass1_wl_mm": 9.14,
        "gr-total-overflow": 0,
        "grtUsageTotal_pct": 18.7,
    },
    "clocking": {
        "clock-sinks": 85,
        "path_clk_slew_ns": 0.06,
        "ctsResizeCount": 0,
        "cts_tree": "done",
        "ctsHoldBuffers": 0,
        "cts_setup_buffers": 0,
    },
    "floorplanning": {
        "die_h_um": 84.1,
        "rows": 29,
        "die_x_um": 84.1,
        "core_area_mm2": 0.00642,
        "pin_count": 39,
        "die_area_mm2": 0.00707,
        "fp_util_pct": 52.4,
    },
    "worst_setup_path": {
        "end_kind": "flop",
        "crit_top_cell": "ha_1",
        "cp.arrival_ns": 2.98,
        "path_depth": 10,
        "endpoint": "o_WFULL",
        "rrSetupSlack_ns": 1.27,
        "crit_fanout": 7,
        "critPathMaxStageDelay_ns": 0.49,
        "path_buffers": 2,
        "critPathTopFamily": "AND-OR/OR-AND gates",
        "critPathKind": "input port to flop",
        "crit_start": "i_WEN",
        "r2r_start": "wa[0]",
        "required_ns": 3.75,
        "worstRegToRegCells": 7,
        "start_kind": "input port",
        "r2r-end": "o_WFULL",
        "path_cells": "clkdlybuf4s50_1 -> inv_1 -> nor2_1 -> ha_1 -> ha_1 -> a21bo_1 -> a31oi_2 -> xnor2_1 -> or3_1 -> a211oi_2",
        "critPathSlowestCell": "clkdlybuf4s50_1",
    },
    "route": {
        "drc_errors": 9,
        "n_antenna_cell": 0,
        "drtIter0Drc": 63,
        "routed_wl_mm": 5.46,
        "vias": 1864,
        "ant_nets": 0,
        "first_pass_iters": 47,
        "wl_per_cell_um": 15.4,
        "via_per_inst": 5.25,
    },
    "synthesis": {
        "yosysUniqueCellTypes": 41,
        "top_area_share_pct": 57.1,
        "yosys_warnings": 0,
        "syn_inst": 225,
        "ys.flops": 85,
        "syn_avg_cell_area_um2": 15.0,
        "largest_area_cell": "edfxtp_1",
        "topCellsByArea": "edfxtp_1, dfrtp_1, mux2i_1",
        "ys_seq_share_pct": 72.7,
        "ys_area_mm2": 0.00337,
        "edf_count": 64,
        "ff_type": "edfxtp_1",
        "synth_area_mm2": 0.00337,
        "ys_cells": 225,
        "async_flop_share_pct": 24.7,
    },
    "power_and_ir_drop": {
        "peakVddDrop_mv": 0.406,
        "cellLeakagePower_nw": 1.50,
        "finalPower_w": 0.00326,
        "power_density_mw_per_mm2": 803,
    },
    "layout": {
        "fin_cells": 355,
        "fill_cells": 466,
        "register_area_mm2": 0.00245,
        "final-comb-area_um2": 866,
        "areaGrowthSynthToFinish_pct": 20.6,
        "layout-drive-gt1-share_pct": 12.2,
    },
    "hold_path": {
        "hold_start": "rptr_z[1]",
        "hold_class": "flop to flop",
    },
    "flow_run": {
        "openroad.warnings": 27,
        "cap_violations": 0,
    },
}
metal layers:
layer | up-vias | track usage [%] | wire length, um
met5 | - | 0 | 0
met4 | 0 | 3.61 | 104
met3 | 12 | 7.83 | 413
met2 | 61 | 25.6 | 2480
met1 | 858 | 32.4 | 2460
li1 | 933 | - | -
worst register-to-register path, delay by kind of cell (launching register included):
kind	cells	cell delay, ns
fa+ha+maj	2	0.51
compound gates	3	0.64
xor+xnor	1	0.10
simple gates	1	0.36
flops	1	0.55
kinds of logic (layout without fill, tap and decap cells):
group	count (synthesis)	in the layout	synth area share (%)
buf+inv	15	68	2.01
compound gates	40	40	7.62
xor+xnor	12	12	3.53
mux	19	19	5.72
fa+ha+maj	4	4	1.49
flops	85	85	72.7
simple gates	50	50	6.91
stage by stage:
step / hold slack [ns] / area [um^2] / utilization (%)
2_1_floorplan: 0.331 / 3370 / -
3_3_place_gp: 0.333 / 3850 / 60.0
3_5_place_dp: 0.335 / 3850 / 60.0
4_1_cts: 0.348 / 4060 / 63.2
5_1_grt: 0.365 / 4060 / 63.2
6_report: 0.348 / 4060 / 63.2
synthesized netlist by cell type, types with 2 or more instances:
cell type  number
edfxtp_1       64
nand2_1        23
dfrtp_1        20
o21ai_0        19
mux2i_1        17
clkbuf_1        8
a21oi_1         7
nor2_1          7
xor2_1          6
nand3_1         5
xnor2_1         5
ha_1            4
nor3_1          4
buf_2           3
inv_1           3
mux2_2          2
nand3b_1        2
nor2b_1         2
o2bb2ai_1       2
power by group:
group	leakage, nW	switching [W]	internal (W)
logic	0.539	0.000494	0.000508
registers	0.855	0.000162	0.00142
clock network	0.106	0.000343	0.000335
registers in the layout (all words and copies together), names as in the netlist:
signal,cells
dpram,48
wptr_zz,4
o_DO,16
o_REMPTY,1
wa,4
o_WFULL,1
ra,4
rptr_z,4
rptr,3
cells in the final DEF (no fill, tap or decap), types with 3 or more instances in the layout:
cell and n:
buf_4 8, xnor2_1 5, clkinv_2 3, nor3_2 3, o21ai_0 19, ha_1 4, mux2i_1 17, dfrtp_1 20
nand2_1 23, edfxtp_1 64, clkbuf_1 3, nand3_1 5, clkbuf_8 12, clkdlybuf4s50_1 37, a21oi_1 7, xor2_1 6
inv_1 3, nor2_1 7
worst min-delay path by stage:
stage            end  slack, ns  depth (start not counted)
4_1_cts   wptr_zz[2]       0.35                          0
5_1_grt   wptr_zz[3]       0.36                          0
6_report  wptr_zz[1]       0.35                          0
layout make-up:
cell class                      count  share of cell area, %
Clock buffer                       15                   4.35
Clock inverter                      5                  0.770
Inverter                            3                  0.277
Multi-Input combinational cell    125                   21.3
Sequential cell                    85                   60.3
Tap cell                           77                   2.37
Timing Repair Buffer               45                   10.6
No activity file was given, so power comes from the tool's default toggle rates.
